### design/flow/run.sh
#!/bin/bash
# OpenROAD 26Q1-2900-gdf79404cd8, Yosys 0.63+post, stock flow scripts
make -C /OpenROAD-flow-scripts/flow DESIGN_CONFIG=/design/flow/config.mk WORK_HOME=/design/flow/orfs finish
### design/flow/design.v
module HazardDetectionUnit(
    input [4:0] ID_EX_Rd,        
    input ID_EX_MemRead,        
    input [4:0] IF_ID_Rn,        
    input [4:0] IF_ID_Rm,        
    output reg PCWrite,
    output reg IF_ID_Write,
    output reg ControlMuxSel     
);
always @(*) begin
    if (ID_EX_MemRead && ((ID_EX_Rd == IF_ID_Rn) || (ID_EX_Rd == IF_ID_Rm))) begin
        PCWrite = 0;
        IF_ID_Write = 0;
        ControlMuxSel = 1;
    end else begin
        PCWrite = 1;
        IF_ID_Write = 1;
        ControlMuxSel = 0;
    end
end
endmodule
### design/flow/config.mk
export PLATFORM = sky130hd
export DESIGN_NAME = HazardDetectionUnit
export DESIGN_NICKNAME = HazardDetectionUnit
export VERILOG_FILES = /design/flow/design.v
export SDC_FILE = /design/flow/constraint.sdc
export NUM_CORES = 4
export LEC_CHECK = 1
export CORE_AREA = 10 10 70 70
export DIE_AREA = 0 0 80 80
### design/flow/constraint.sdc
current_design HazardDetectionUnit

set clk_period 1.7
set clk_io_pct 0.2

create_clock -name clk0 -period $clk_period

set non_clock_inputs [all_inputs -no_clocks]
set_input_delay [expr $clk_period * $clk_io_pct] -clock clk0 $non_clock_inputs
set_output_delay [expr $clk_period * $clk_io_pct] -clock clk0 [all_outputs]
==> results.cfg <==
; yosys + openroad results
[status]
status = complete, no violations

[critical_path]
path_cells = clkdlybuf4s15_2 -> xnor2_2 -> nand4_1 -> buf_4 -> buf_4 -> o22ai_2 -> buf_2
cpPeakStageDelay_ns = 0.21
timing.critical_path.fanout_max = 2
worstPathArrival_ns = 1.30
crit_required_ns = 1.36
timing.setup.critical_path_class = in2out
critical_path.slowest_cell = sky130_fd_sc_hd__clkdlybuf4s15_2
setup.worst_path.start_class = input port
end_kind = primary output
crit_top_cell = sky130_fd_sc_hd__buf_4

[final_timing]
report.final.setup_viol = 0
relSlewSlack = 0.877
tightest_slew_ns = 0.184
timing.fmax_mhz = 609
finalWorstPathRequiredPeriod_ns = 1.64
finalHoldViolations = 0
final.hold.worst_slack_ns = 1.10
finalCritPeriodShare = 0.965
finalMaxSlewViolations = 0

[synth]
post-synth-top-count-cell = sky130_fd_sc_hd__xnor2_1
yosysChipArea_um2 = 130
yosysUniqueCellTypes = 6
yosysCellCount = 17
synth_largest_type_area_fraction = 0.673
yosys.stat.seqShare = 0
synth.cells.most_frequent = sky130_fd_sc_hd__xnor2_1, sky130_fd_sc_hd__nand2_1, sky130_fd_sc_hd__nand4_1
synth.cell_area_um2 = 130
syn_avg_cell_area_um2 = 7.65
yosysWarnings = 1
area_leaders = sky130_fd_sc_hd__xnor2_1, sky130_fd_sc_hd__nand4_1, sky130_fd_sc_hd__o22a_1, sky130_fd_sc_hd__buf_4, sky130_fd_sc_hd__nand2_1
synth_area_leader_cell = sky130_fd_sc_hd__xnor2_1
number_of_cells_produced_by_synthesis = 17

[grt]
initial_antenna_violation_count = 0
grt_pass1_vias = 209
global_route_usage_sum = 0.0192
grt_total_ovfl = 0
global_route_wire_length_before_repair_um = 993
grt_start_max_net_pins = 3

[detailed_routing]
via_per_inst = 2.24
antenna_left = 0
routed_wire_length_per_instance_um = 7.91
detail_route.antenna_diodes = 0
vias = 193
drt_wl_total_um = 680
detail_route.iter0.violations = 1
post-route-drc-count = 0
pre_repair_dr_iteration_count = 2

[layout]
syn_to_final_growth_pct = 231
comb_area_um2 = 184
drive_above_1_share = 0.550
fillers = 399
sequential_cell_total = 0
clock_buffer_count = 0
seqCellArea_um2 = 0

[die]
area_of_the_core_um2 = 3420
dieHeight_um = 80
effective_utilization_at_floorplan = 0.0381
chip_area_um2 = 6400
design.portCount = 19
die_w_um = 80
fp-row-count = 21

[hold_path]
min_path_cells = 4
timing.hold.worst.start = ID_EX_MemRead
worst_hold_path_type = in2out
worst_hold_path.endpoint = ControlMuxSel

[pwr]
p_leak_nw = 0.188
vdd.ir_drop.worst_uv = 20.6
power.density_cell_area_nw_per_um2 = 208
p_total_mw = 0.0897

[job]
warnings = 33
max_cap_viol_count = 0

[placement]
routabilityCongestion = 0.780
port_buffers = 19
-- repair_timing --
action / 4_1_cts / 5_1_grt
setup endpoints to repair: 3 / 3
gates resized: 36 / 14
setup buffers: 3 / 1
hold buffers: 0 / 0
pin swaps: 14 / 7
-- worst max path at each step --
stage | end | start | cells past startpoint
global route | ControlMuxSel | ID_EX_Rd[3] | 7
CTS | IF_ID_Write | IF_ID_Rm[2] | 5
finish | ControlMuxSel | ID_EX_Rd[3] | 7
-- area by class of cell --
cell class,instances,share of cell area
timing repair buffer,24,0.439
tap,46,0.134
multi-input combinational,16,0.427
-- logic make-up (layout without fill, tap and decap cells) --
group                  Yosys count  in the layout  share of synthesized area
AND-OR/OR-AND                    2              2                      0.115
XOR/XNOR                        10             10                      0.673
buffers and inverters            1             24                     0.0577
AND/OR/NAND/NOR                  4              4                      0.154
-- layer usage --
layer | part of all wire | global-route usage | vias to the layer above
met5 | 0 | 0 | -
met4 | 0 | 0 | 0
met3 | 0.13 | 0.00682 | 0
met2 | 0.50 | 0.0377 | 10
met1 | 0.37 | 0.0198 | 79
li1 | - | - | 104
-- placed cells by master, fill, tap and decap left out, drive strengths merged --
cell type | synthesis | routed
clkbuf | 0 | 4
buf | 1 | 8
dlymetal6s2s | 0 | 1
nand2 | 2 | 2
o22a | 1 | 1
xnor2 | 10 | 10
clkdlybuf4s15 | 0 | 5
o22ai | 1 | 1
dlygate4sd2 | 0 | 6
nand4 | 2 | 2
-- report_power, final --
group / internal, mW / switching [mW] / total (mW) / leakage [nW]
clock network: 0 / 0 / 0 / 0
logic: 0.0573 / 0.0324 / 0.0897 / 0.188
registers: 0 / 0 / 0 / 0
-- critical path, delay by kind of cell --
| kind | cells | cell delay, ns |
|---|---|---|
| xor+xnor | 1 | 0.12 |
| simple gates | 1 | 0.12 |
| compound gates | 1 | 0.12 |
| buf+inv | 4 | 0.59 |
-- through the flow --
| step | instance area, µm² | TNS (ns) | utilization | setup WS (ns) | std cells |
|---|---|---|---|---|---|
| after detailed placement | 378 | -1.38 | 0.111 | -0.463 | 82 |
| after CTS | 419 | -0.0603 | 0.123 | -0.0307 | 85 |
| after global placement | 378 | -1.36 | 0.111 | -0.465 | 82 |
| final | 430 | 0 | 0.126 | 0.0592 | 86 |
| after global routing | 430 | -0.000932 | 0.126 | -0.000932 | 86 |
| after floorplan | 130 | 0 | - | 0.453 | 17 |
Power and IR drop assume default switching activity.
